### design/flow/design.v
module counter(
	clk,
	rst,
	count,
	clear,
	keep
);
	input               clk;
	input               rst;
	input               keep;
	input               clear;
	output reg        [2:0]   count;
	reg        [2:0]   count_in;
	always@(posedge clk or posedge rst)
	begin
		if(rst)
		begin
			count<=3'd0;
		end
		else
		begin
			count<=count_in;
		end
	end
	always@(*)
	begin
		if(clear)
		begin
			count_in=3'd0;
		end
		else if(keep)
		begin
			count_in=count;
		end
		else
		begin
			count_in=count+3'd1;
		end
	end
endmodule
module cross_calculator(
						x0,
						y0,
						x1,
						y1,
						result
);
input signed  [10:0] x0;
input signed  [10:0] y0;
input signed  [10:0] x1;
input signed  [10:0] y1;
output signed [22:0] result;
wire   signed [21:0] Minute; 
wire   signed [21:0] Minus;
assign Minute=$signed(x0)*$signed(y1);
assign Minus =$signed(y0)*$signed(x1);
assign result=$signed(Minute)-$signed(Minus);
endmodule
module store_reg(
		clk,
		rst,
		write_enable,
		address,
		data_inx,
		data_iny,
		data_outx,
		data_outy
);
input	      clk;
input	      rst;
input	      write_enable;
input 	[2:0] address;
input 	[9:0] data_inx;
input 	[9:0] data_iny;
output  [9:0] data_outx;
output  [9:0] data_outy;
reg [9:0] ANS_REG [5:0][1:0];
integer i;
integer j;
always@(posedge clk or posedge rst)
begin
	if(rst)
	begin
		for(i=0;i<6;i=i+1)
		begin
			for(j=0;j<2;j=j+1)
			begin
				ANS_REG[i][j]<=10'd0;
			end
		end
	end
	else
	begin
		if(write_enable)
		begin
			ANS_REG[address][0]<=data_inx;
			ANS_REG[address][1]<=data_iny;
		end
		else
		begin
			for(i=0;i<6;i=i+1)
			begin
				for(j=0;j<2;j=j+1)
				begin
					ANS_REG[i][j]<=ANS_REG[i][j];
				end
			end
		end
	end
end
assign data_outx=ANS_REG[address][0];
assign data_outy=ANS_REG[address][1];
endmodule
module store_reg2(
		clk,
		rst,
		write_enable,
		address0,
		address1,
		data_inx,
		data_iny,
		data_outx0,
		data_outy0,
		data_outx1,
		data_outy1
);
input	      clk;
input	      rst;
input	      write_enable;
input 	[2:0] address0;
input 	[2:0] address1;
input 	[10:0] data_inx;
input 	[10:0] data_iny;
output  [10:0] data_outx0;
output  [10:0] data_outy0;
output  [10:0] data_outx1;
output  [10:0] data_outy1;
reg [10:0] ANS_REG [5:0][1:0];
integer i;
integer j;
always@(posedge clk or posedge rst)
begin
	if(rst)
	begin
		for(i=0;i<6;i=i+1)
		begin
			for(j=0;j<2;j=j+1)
			begin
				ANS_REG[i][j]<=11'd0;
			end
		end
	end
	else
	begin
		if(write_enable)
		begin
			ANS_REG[address0][0]<=data_inx;
			ANS_REG[address0][1]<=data_iny;
		end
		else
		begin
			for(i=0;i<6;i=i+1)
			begin
				for(j=0;j<2;j=j+1)
				begin
					ANS_REG[i][j]<=ANS_REG[i][j];
				end
			end
		end
	end
end
assign data_outx0=ANS_REG[address0][0];
assign data_outy0=ANS_REG[address0][1];
assign data_outx1=ANS_REG[address1][0];
assign data_outy1=ANS_REG[address1][1];
endmodule
module PSE ( clk,
			reset,
			Xin,
			Yin,
			point_num,
			valid,
			Xout,
			Yout);
input        clk;
input        reset;
input [9:0]  Xin;
input [9:0]  Yin;
input [2:0]  point_num;
output reg		 valid;
output reg [9:0] Xout;
output reg [9:0] Yout;
localparam   IDLE       = 3'b000;
localparam   STORE_P    = 3'b001;
localparam   VECTOR_GEN = 3'b010;
localparam   CROSS_CAL  = 3'b011;
localparam   DONE       = 3'b100;
localparam   STORE_ANS  = 3'b101;
integer i;
integer j;
reg         [ 2:0] CS;
reg         [ 2:0] NS;
wire        [ 2:0] point_in_count;
reg                point_in_clear;
reg                point_in_keep;
wire        [2:0]  ier_count;
reg                ier_clear;
reg                ier_keep;
wire        [2:0]  cand_count;
reg                cand_clear;
reg                cand_keep;
reg  signed [10:0] cross_x0;
reg  signed [10:0] cross_y0;
reg  signed [10:0] cross_x1;
reg  signed [10:0] cross_y1;
wire signed [22:0] cross_result1;
reg        ans_write;
reg  [2:0] ans_addr;
reg  [9:0] ans_inx;
reg  [9:0] ans_iny;
wire [9:0] ans_outx;
wire [9:0] ans_outy;
reg        store_write;
reg  [2:0] store_addr;
reg  [9:0] store_inx;
reg  [9:0] store_iny;
wire [9:0] store_outx;
wire [9:0] store_outy;
reg         vector_write;
reg  [ 2:0] vector_addr0;
reg  [ 2:0] vector_addr1;
reg  signed [10:0] vector_inx;
reg  signed [10:0] vector_iny;
wire signed [10:0] vector_outx0;
wire signed [10:0] vector_outy0;
wire signed [10:0] vector_outx1;
wire signed [10:0] vector_outy1;
always@(posedge clk or posedge reset)
begin
	if(reset)
	begin
		CS<=IDLE;
	end
	else
	begin
		CS<=NS;
	end
end
assign keep=1'b0;
store_reg ANS(
		.clk(clk),
		.rst(reset),
		.write_enable(ans_write),
		.address(ans_addr),
		.data_inx(ans_inx),
		.data_iny(ans_iny),
		.data_outx(ans_outx),
		.data_outy(ans_outy)
);
store_reg STORE(
		.clk(clk),
		.rst(reset),
		.write_enable(store_write),
		.address(store_addr),
		.data_inx(store_inx),
		.data_iny(store_iny),
		.data_outx(store_outx),
		.data_outy(store_outy)
);
store_reg2 VECTOR(
		.clk(clk),
		.rst(reset),
		.write_enable(vector_write),
		.address0(vector_addr0),
		.address1(vector_addr1),
		.data_inx(vector_inx),
		.data_iny(vector_iny),
		.data_outx0(vector_outx0),
		.data_outy0(vector_outy0),
		.data_outx1(vector_outx1),
		.data_outy1(vector_outy1)
);
counter point_in_counter(
	.clk(clk),
	.rst(reset),
	.count(point_in_count),
	.clear(point_in_clear),
	.keep(point_in_keep)
);
counter cross_cand_counter(
	.clk(clk),
	.rst(reset),
	.count(cand_count),
	.clear(cand_clear),
	.keep(cand_keep)
);
counter cross_ier_counter(
	.clk(clk),
	.rst(reset),
	.count(ier_count),
	.clear(ier_clear),
	.keep(ier_keep)
);
cross_calculator R0(
						.x0(cross_x0),
						.y0(cross_y0),
						.x1(cross_x1),
						.y1(cross_y1),
						.result(cross_result1)
);
always@(*)
begin
	cross_x0=vector_outx0;
	cross_y0=vector_outy0;
	cross_x1=vector_outx1;
	cross_y1=vector_outy1;
	case(CS)
		IDLE:
		begin
			NS=reset?IDLE:STORE_P;
			point_in_clear=reset?1'b1:1'b0;
			ans_write     =reset?1'b0:1'b1;
			ans_addr      =3'd0;
			ans_inx       =Xin;
			ans_iny       =Yin;
			point_in_keep =1'b0;
			cand_keep     =1'b0;
			cand_clear    =1'b1;
			ier_keep      =1'b0;
			ier_clear     =1'b1;
			valid         =1'b0;
			Xout          =10'd0;
			Yout          =10'd0;
			store_write   =1'b1;
			store_addr    =3'd0;
			store_inx     =Xin;
			store_iny     =Yin;
			vector_write  =1'b0;
			vector_addr0  =3'd0;
			vector_addr1  =3'd0;
			vector_inx    =11'd0;
			vector_iny    =11'd0;
		end
		STORE_P:
		begin
			if($unsigned(point_in_count)<($unsigned(point_num)))
			begin
				NS=STORE_P;
				store_write=1'b1;
				store_addr=point_in_count;
				store_inx  =Xin;
				store_iny  =Yin;
				vector_write=1'b0;
				vector_addr0=3'd0;
				vector_addr1=3'd0;
				vector_inx  =11'd0;
				vector_iny  =11'd0;
				point_in_clear=1'b0;
				point_in_keep =1'b0;
			end
			else
			begin
				NS=VECTOR_GEN;
				point_in_clear=1'b1;
				point_in_keep =1'b0;
				store_write=1'b0;
				store_addr =3'd0;
				store_inx  =10'd0;
				store_iny  =10'd0;
				vector_write=1'b0;
				vector_addr0=3'd0;
				vector_addr1=3'd0;
				vector_inx  =11'd0;
				vector_iny  =11'd0;
			end
			cand_keep =1'b0;
			cand_clear=1'b1;
			ier_keep  =1'b0;
			ier_clear =1'b1;
			valid=1'b0;
			Xout=10'd0;
			Yout=10'd0;
			ans_write=1'b0;
			ans_addr    =3'd0;
			ans_inx     =10'd0;
			ans_iny     =10'd0;
		end
		VECTOR_GEN:
		begin
			store_write=1'b0;
			store_addr =point_in_count+3'd1;
			store_inx  =10'd0;
			store_iny  =10'd0;
			vector_write=1'b1;
			vector_addr0 =point_in_count;
			vector_addr1 =3'd0;
			vector_inx  =$signed({1'b0,store_outx})-$signed({1'b0,ans_outx});
			vector_iny  =$signed({1'b0,store_outy})-$signed({1'b0,ans_outy});
			NS=(point_in_count==(point_num-3'd2))?CROSS_CAL:VECTOR_GEN;
			point_in_clear=(point_in_count==(point_num-3'd2))?1'b1:1'b0;
			point_in_keep =1'b0;
			cand_keep =1'b0;
			cand_clear=1'b1;
			ier_keep  =1'b0;
			ier_clear =1'b1;
			valid=1'b0;
			Xout=10'd0;
			Yout=10'd0;
			ans_write=1'b0;
			ans_addr    =3'd0;
			ans_inx     =10'd0;
			ans_iny     =10'd0;
		end
		CROSS_CAL:
		begin
			valid=1'b0;
			point_in_clear=1'b0;
			point_in_keep=($signed(cross_result1)>$signed(23'd0))?1'b0:1'b1;
			ier_keep=1'b0;
			ier_clear=1'b0;
			cand_keep=1'b1;
			cand_clear=1'b0;
			NS=($unsigned(ier_count[2:0])==($unsigned(point_num)-3'd2) )?STORE_ANS:CROSS_CAL;
			Xout=10'd0;
			Yout=10'd0;
			store_write=1'b0;
			store_addr =3'd0;
			store_inx  =10'd0;
			store_iny  =10'd0;
			vector_write=1'b0;
			vector_addr0=cand_count;
			vector_addr1=ier_count;
			vector_inx  =11'd0;
			vector_iny  =11'd0;
		end
		STORE_ANS:
		begin
			ans_write=1'b1;
			ans_addr    =point_in_count[2:0]+3'd1;
			ans_inx     =store_outx;
			ans_iny     =store_outy;
			store_write=1'b0;
			store_addr =cand_count+16'd1;
			store_inx  =10'd0;
			store_iny  =10'd0;
			vector_write=1'b0;
			vector_addr0=3'd0;
			vector_addr1=3'd0;
			vector_inx  =11'd0;
			vector_iny  =11'd0;
			NS=($unsigned(cand_count[2:0])==($unsigned(point_num)-3'd2) )?DONE:CROSS_CAL;
			point_in_clear=1'b1;
			point_in_keep=1'b0;
			cand_keep =1'b0;
			cand_clear=1'b0;
			ier_keep  =1'b0;
			ier_clear =1'b1;
			valid=1'b0;
			Xout=10'd0;
			Yout=10'd0;
		end
		DONE:
		begin
			valid=1'b1;
			point_in_clear=($unsigned(point_in_count)==($unsigned(point_num)-3'd1))?1'b1:1'b0;
			ans_write=1'b0;
			ans_addr    =point_in_count;
			ans_inx     =10'd0;
			ans_iny     =10'd0;
			store_write=1'b0;
			store_addr =3'd0;
			store_inx  =10'd0;
			store_iny  =10'd0;
			vector_write=1'b0;
			vector_addr0=3'd0;
			vector_addr1=3'd0;
			vector_inx  =11'd0;
			vector_iny  =11'd0;
			point_in_keep=1'b0;
			cand_keep =1'b0;
			cand_clear=1'b1;
			ier_keep  =1'b0;
			ier_clear =1'b1;
			Xout=ans_outx;
			Yout=ans_outy;
			NS=($unsigned(point_in_count)==($unsigned(point_num)-3'd1))?IDLE:DONE;
		end
		default:
		begin
			NS=IDLE;
			point_in_clear=1'b1;
			point_in_keep =1'b0;
			cand_keep =1'b0;
			cand_clear=1'b1;
			ier_keep  =1'b0;
			ier_clear =1'b1;
			Xout=10'd0;
			Yout=10'd0;
			valid=1'b0;
			ans_write=1'b0;
			ans_addr    =3'd0;
			ans_inx     =10'd0;
			ans_iny     =10'd0;
			store_write=1'b0;
			store_addr =3'd0;
			store_inx  =10'd0;
			store_iny  =10'd0;
			vector_write=1'b0;
			vector_addr0=3'd0;
			vector_addr1=3'd0;
			vector_inx  =11'd0;
			vector_iny  =11'd0;
		end
	endcase
end
endmodule
### design/flow/run.sh
#!/bin/bash
# OpenROAD 26Q1-2900-gdf79404cd8, Yosys 0.63+post, stock flow scripts
make -C /OpenROAD-flow-scripts/flow DESIGN_CONFIG=/design/flow/config.mk WORK_HOME=/design/flow/orfs finish
### design/flow/config.mk
export PLATFORM = sky130hd
export DESIGN_NAME = PSE
export DESIGN_NICKNAME = PSE
export VERILOG_FILES = /design/flow/design.v
export SDC_FILE = /design/flow/constraint.sdc
export NUM_CORES = 4
export LEC_CHECK = 1
export CORE_UTILIZATION = 50
### design/flow/constraint.sdc
current_design PSE

set clk_period 12.9
set clk_io_pct 0.2

create_clock -name clk0 -period $clk_period [get_ports {clk}]

set non_clock_inputs [all_inputs -no_clocks]
set_input_delay [expr $clk_period * $clk_io_pct] -clock clk0 $non_clock_inputs
set_output_delay [expr $clk_period * $clk_io_pct] -clock clk0 [all_outputs]
==> impl_metrics.tcl <==
# collected from the flow reports
set metrics [dict create \
    status "complete, no violations" \
    path_class "reg2reg" \
    chipHeight_um 248.1 \
    min_path_type "reg2reg" \
    h-tree-depth 2 \
    dp_cells 3787 \
    startpoint_type "flip-flop" \
    core.rowCount 89 \
    postCtsHoldBufs 0 \
    synthCells 3036 \
    fin_skew_ns 0.04730 \
    setup_tns_ns 0 \
    grt_antenna_before_repair 4 \
    pre_cts_ws_ns 2.995 \
    cts_buffer_depth 3 \
    path_max_fanout 54 \
    postLayoutSetupSlackWorst_ns 2.882 \
    cap_violations 0 \
    cp.required_ns 13.34 \
    r2r_slack_ns 2.88 \
    ys.warnings.count 7 \
    postCtsResizedCells 0 \
    synth-edff-count 0 \
    globalRouteOverflowTotal 0 \
    worst_pin_slew_ns 1.091 \
    untimed_endpoints 24 \
    gr-usage-all-layers 0.3090 \
    async_flop_share 0.9416 \
    clockRootBuffer "clkbuf_16" \
    dr_total_vias 22923 \
    synth_flops 411 \
    core_area_sq_um 59460 \
    ff_type "dfrtp_1" \
    drive_above_1_share 0.1712 \
    synth_cell_types 79 \
    die_w_um 248.1 \
    first_pass_iters 8 \
    syn_avg_cell_area_sq_um 9.971 \
    cp_slowest_cell "fa_1" \
    cp_data_arrival_time_ns 10.46 \
    grt_max_degree 140 \
    post_drt_wl_per_cell_um 22.04 \
    drtIter0Drc 1582 \
    io_buffers 45 \
    endpoint_kind "flip-flop" \
    grt_pass1_vias 23522 \
    fmax_mhz 99.82 \
    place_congestion 0.9909 \
    slew_violations 0 \
    insertion_delay_ns 0.60 \
    unclocked_pins 24 \
    dieArea_sq_um 61530 \
    postCtsSetupRepairBufs 0 \
    drtAntennaViolNets 0 \
    cpPeakStageDelay_ns 0.80 \
    stdcell_count 3869 \
    lay_top_cells "386 x dfrtp_1, 381 x nand2_1, 373 x inv_1" \
    fin_crit_ns 10.02 \
    cts_made_buffers 44 \
    cts_tree "done" \
    io_pins 46 \
    lay_top_count "dfrtp_1" \
    vias_per_cell 5.925 \
    critPathMostFrequentCell "fa_1" \
    hpwlAfterDp_um 61770 \
    finalClockPeriodUsage 0.7766 \
    drcViolationCount 0 \
    rsz0062_at_grt "false" \
    yosys_cells 3036 \
    grt_pass1_wl_um 136200 \
    warnings 35 \
    area_delta_synth_final_pct 10.26 \
    setup_violations 0 \
    drt_wl_total_um 85290 \
    synth_area_sq_um 30270 \
    clkTransAtPathRegs_ns 0.06 \
    initCoreUtil 0.5091 \
    finalHoldViolCount 0 \
    yosys-stat-area_sq_um 30270 \
    slew_headroom 0.2650 \
]
-- layer usage --
| layer | part of all wire | wire (um) | GRT usage |
|---|---|---|---|
| met5 | 0.00064 | 55 | 0 |
| met4 | 0.036 | 3076 | 0.09293 |
| met3 | 0.081 | 6889 | 0.07510 |
| met2 | 0.48 | 40790 | 0.4791 |
| met1 | 0.40 | 34470 | 0.4527 |
-- synth_stat cells (16+ instances only) --
cell	instances	share of area
nor2_1	206	0.026
mux2i_1	32	0.011
a22oi_1	17	0.0042
nor3_1	25	0.0041
buf_1	20	0.0025
inv_1	374	0.046
buf_2	18	0.0030
mux2_2	304	0.11
nor2b_1	29	0.0060
o21ai_0	142	0.023
nand3_1	119	0.020
a221oi_1	24	0.0069
nand2_1	381	0.047
dfrtp_1	386	0.32
nand2b_1	22	0.0045
dlxtn_1	24	0.012
a31oi_1	19	0.0039
a21oi_1	81	0.013
ha_1	110	0.045
a22o_1	27	0.0078
clkbuf_1	118	0.015
a222oi_1	32	0.011
o21a_1	18	0.0045
fa_1	278	0.18
xnor2_1	28	0.0081
a311oi_1	16	0.0046
-- worst max-delay path, delay by kind of cell (launching register included) --
family          cells  cell delay (ns)
simple gates        7             1.83
compound gates      8             2.46
buf+inv             5             0.83
fa+ha+maj           8             4.06
flops               1             0.66
-- final cells by class --
type,instances,area (sq um)
antenna,1,2.502
clock inverter,23,257.7
tap,773,967.2
inverter,377,1419
multi-input combinational,2090,18310
sequential,411,10050
clock buffer,58,1214
fill,5039,26090
timing repair buffer,136,1159
-- through the flow --
step / cell area (sq um) / util / hold slack [ns]
after floorplan: 30280 / - / 0.4665
after global placement: 31910 / 0.5365 / 0.4820
after detailed placement: 31910 / 0.5365 / 0.4880
after CTS: 33380 / 0.5613 / 0.5049
after global routing: 33380 / 0.5613 / 0.5092
final: 33380 / 0.5613 / 0.5038
-- kinds of logic (layout without fill, tap and decap cells) --
| logic type | count (synthesis) | in the layout | synth area share |
|---|---|---|---|
| buffers and inverters | 535 | 594 | 0.06725 |
| flip-flops | 387 | 387 | 0.3199 |
| multiplexers | 348 | 348 | 0.1326 |
| latches | 24 | 24 | 0.01190 |
| adder cells (fa/ha/maj) | 388 | 388 | 0.2293 |
| other | 0 | 1 | 0 |
| AND/OR/NAND/NOR | 844 | 844 | 0.1220 |
| XOR/XNOR | 39 | 39 | 0.01178 |
| AND-OR/OR-AND | 471 | 471 | 0.1053 |
-- path summary, 6_finish.rpt --
check / from / to / depth (start not counted)
min: STORE.ANS_REG[2][6] / STORE.ANS_REG[2][6] / 1
min reg2reg: STORE.ANS_REG[2][6] / STORE.ANS_REG[2][6] / 1
max in group asynchronous: reset / VECTOR.ANS_REG[2][7] / 5
max: CS[5] / point_in_counter.count[2] / 28
min in group asynchronous: reset / ANS.ANS_REG[6][7] / 3
max reg2reg: CS[5] / point_in_counter.count[2] / 28
-- registers in the layout (all words and copies together), names as in the netlist --
signal                    flops
VECTOR.ANS_REG              132
ANS.ANS_REG                 120
STORE.ANS_REG               120
ans_inx                      10
ans_iny                      10
CS                            6
ans_addr                      3
cross_cand_counter.count      3
cross_ier_counter.count       3
point_in_counter.count        3
ans_write                     1
